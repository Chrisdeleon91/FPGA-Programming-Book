$ cat flow/run.sh
#!/bin/bash
# OpenROAD 26Q1-2900-gdf79404cd8, Yosys 0.63+post, stock flow scripts
make -C /OpenROAD-flow-scripts/flow DESIGN_CONFIG=/design/flow/config.mk WORK_HOME=/design/flow/orfs finish
$ cat flow/config.mk
export PLATFORM = sky130hd
export DESIGN_NAME = async_fifo
export DESIGN_NICKNAME = async_fifo
export VERILOG_FILES = /design/flow/design.v
export SDC_FILE = /design/flow/constraint.sdc
export NUM_CORES = 4
export LEC_CHECK = 1
export CORE_UTILIZATION = 30
$ cat flow/constraint.sdc
current_design async_fifo

set clk_period 2.2
set clk_io_pct 0.2

create_clock -name clk0 -period $clk_period [get_ports {rdclk}]
create_clock -name clk1 -period $clk_period [get_ports {wrclk}]

set non_clock_inputs [all_inputs -no_clocks]
set_input_delay [expr $clk_period * $clk_io_pct] -clock clk0 $non_clock_inputs
set_output_delay [expr $clk_period * $clk_io_pct] -clock clk0 [all_outputs]
$ cat flow/design.v
`timescale 1ns / 10ps
module async_fifo
  #
  (
   parameter WIDTH = 8,
   parameter DEPTH = 8,
   parameter DLOG2 = 3
   )
  (
   input  [WIDTH-1:0]  data,
   input               rdclk,
   input               rdreq,
   input               wrclk,
   input               wrreq,
   input               aclr,
   output reg [WIDTH-1:0]  q,
   output                  rd_empty,
   output                  rd_full,
   output                  wr_empty,
   output                  wr_full,
   output reg [DLOG2-1:0]  wrusedw,
   output reg [DLOG2-1:0]  rdusedw
   );
  reg [WIDTH-1:0]  mem[DEPTH-1:0];
  reg [DLOG2-1:0]  wraddr, rdaddr;
  reg [DLOG2-1:0]  g_wraddr, g_rdaddr;
  reg [DLOG2-1:0]  sync_g_wraddr[1:0], sync_g_rdaddr[1:0];
  reg [DLOG2-1:0]  wraddr_bin, rdaddr_bin;
  reg [DLOG2-1:0]  wr_diff, rd_diff;
  wire [DLOG2-1:0] wraddr_next, rdaddr_next;
  integer          i, j, k, l;
  always @(posedge wrclk, negedge aclr)
    if (!aclr) begin
      g_wraddr         <= 'b0;
      sync_g_rdaddr[0] <= 'b0;
      sync_g_rdaddr[1] <= 'b0;
      wraddr           <= 'b0;
      wrusedw          <= 'b0;
    end else begin
      sync_g_rdaddr[0] <= g_rdaddr;
      sync_g_rdaddr[1] <= sync_g_rdaddr[0];
      wrusedw <= wr_diff;
      if (wrreq) begin
        mem[wraddr] <= data;
        wraddr <= wraddr_next;
        g_wraddr[DLOG2-1] <= wraddr_next[DLOG2-1];
        for (i = 0; i < DLOG2-1; i = i + 1) 
          g_wraddr[i] <= wraddr_next[i+1] ^ wraddr_next[i];
      end
    end
  always @* begin
    rdaddr_bin[DLOG2-1] = sync_g_rdaddr[1][DLOG2-1];
    for (l = DLOG2-2; l >=0; l = l - 1) begin
      rdaddr_bin[l] = rdaddr_bin[l+1] ^ sync_g_rdaddr[1][l];
    end
  end
  assign wr_empty = (wr_diff == 0);
  assign wr_full  = (wr_diff == DEPTH - 1);
  always @(posedge rdclk, negedge aclr)
    if (!aclr) begin
      g_rdaddr         <= 'b0;
      sync_g_wraddr[0] <= 'b0;
      sync_g_wraddr[1] <= 'b0;
      rdaddr           <= 'b0;
      q                <= 'b0;
      rdusedw          <= 'b0;
    end else begin
      sync_g_wraddr[0] <= g_wraddr;
      sync_g_wraddr[1] <= sync_g_wraddr[0];
      rdusedw <= rd_diff;
      q <= mem[rdaddr];
      if (rdreq) begin
        rdaddr <= rdaddr_next;
        g_rdaddr[DLOG2-1] <= rdaddr_next[DLOG2-1];
        for (j = 0; j < DLOG2-1; j = j + 1) 
          g_rdaddr[j] <= rdaddr_next[j+1] ^ rdaddr_next[j];
      end
    end
  always @* begin
    wraddr_bin[DLOG2-1] = sync_g_wraddr[1][DLOG2-1];
    for (k = DLOG2-2; k >=0; k = k - 1) begin
      wraddr_bin[k] = wraddr_bin[k+1] ^ sync_g_wraddr[1][k];
    end
  end
  assign rd_empty = (rd_diff == 0);
  assign rd_full  = (rd_diff == DEPTH - 1);
  assign wraddr_next = wraddr + 1;
  assign rdaddr_next = rdaddr + 1;
  always @* begin
    if (wraddr >= rdaddr_bin)
      wr_diff = wraddr - rdaddr_bin;
    else 
      wr_diff = ~(rdaddr_bin - wraddr) + 1;
    if (wraddr_bin >= rdaddr)
      rd_diff = wraddr_bin - rdaddr;
    else 
      rd_diff = ~(rdaddr - wraddr_bin) + 1;
  end
endmodule  
==> results.txt <==
Implementation numbers.

- The clock skew after layout is 6.25 ps.
- The share of final-layout standard cells stronger than drive strength 1 is 31.7%.
- The final report lists the setup-violating endpoint count as 5.
- Per the detail_route report, DRC violations left total 0.
- Checking max transition, the worst relative margin is between 60% and 70%.
- The transition at the pin with the smallest max-transition slack is 575 ps.
- The layout report lists the combined flip-flop and latch area as roughly 0.0028 mm².
- The clock input transition at the sequential cells of the worst setup and hold paths is 60 ps.
- The pin count of the biggest net entering global routing is 36.
- The aggregate global-route resource usage is 13.4%.
- The sequential cell area fraction in the yosys report is 67.0%.
- The OpenROAD report gives the critical path a required time of between 1500 and 2000 ps.
- The sink count of the clock tree is 100.
- The cell area reported after detailed placement is 0.00503 mm².
- The final timing report gives a worst setup slack of -799 ps.
- The first-pass GRT wire length is 14200 µm.
- The classification of the worst-slack hold path is reg2reg.
- The met3 layer usage reported by global route is 6.07%.
- Across all layers, the routed design uses 2562 vias.
- Setup repair after global routing could not meet its margin everywhere.
- The routed design shows a via density per instance of between 4 and 5.
- Per the OpenROAD floorplan log, the area of the die is ~0.015 mm².
- The I/O pin total is 31.
- In the layout the commonest cells are edfxtp_1 (64), buf_4 (51), dfrtp_1 (36).
- The average instance in the mapped netlist occupies 15.6 µm².
- The average wire per cell in the routed design is roughly 16 µm.
- The core utilization before placement is 31.3%.
- The most common logic cell in the final layout is edfxtp_1.
- The floorplan step set the die width to 121 µm.
- The synthesized flop and latch total is 100.
- The number of max-capacitance violations reported is 0.
- The stage logs contain a warning count of 43.
- The number of global-route vias before repair is 2825.
- The highest-utilization routing layer at the global route stage is met2.
- Input and output buffers added on the ports amount to 29.
- For reference, the most critical setup path is categorized as reg2out.
- The checks that failed: setup timing.
- The multi-input combinational cells in the finished layout cover a total of approximately 0.0015 mm².
- STA puts the critical path data arrival time at 2560 ps.
- For this block, the routed nets add up to ~8600 µm of wire.
- The met1 track demand over resource in global routing is 17.7%.
- The first-pass iteration count of the detailed router is 5.
- The global routing met2 resource utilization is between 20 and 25%.
- The yosys cell count is 271.
- The sort of element at the end of the critical path is an output pin.
- In this run the layout overhead on the synthesized area is reported as 34.2%.
- The floorplan step set the die height to 121 µm.
- The final global-route overflow total is 0.
- The post-route cell area is 0.00566 mm².
- The region available for standard cell placement spans roughly 0.013 mm².
- Per the log, the first TritonRoute iteration ended with a DRC count of 110.
- In the Yosys stats the netlist draws on 36 distinct library cells.
- RePlAce ended its routability-driven mode at a weighted congestion of 0.829.
- The cell count after synthesis came out at 271.
- TritonCTS built the clock tree.
- The warning tally printed by Yosys for this design is 4.
- Per the post-route antenna check, the number of violating nets is 0.
- The flow ran to the end, but the final reports show violations.
- The final timing report lists a max-slew violation count of 0.
- The number of antenna violations at the first check in global routing is 0.
- After synthesis the cells add up to 0.00422 mm².
- The number of rows in the core area is 42.
- After filler insertion, the fill cell instance count of the layout stands at 1191.
- The kind of launch point of the worst setup path is a flip-flop.
- The number of antenna diodes in the final layout is 0.
- The worst-path maximum fanout is 3.
- The chip area estimate from yosys synthesis is 0.00422 mm².
- The placed wire-length estimate is 5720 µm.
- Hold-check failures listed in the final report amount to 0.
-- final timing paths --
check                               startpoint  slack [ps]                   to  cells past startpoint
max                        sync_g_rdaddr[1][1]        -800             wr_empty                     11
min in group clk0          sync_g_wraddr[0][1]         350  sync_g_wraddr[1][1]                      0
max in group asynchronous                 aclr        1060           rdusedw[1]                      3
min in group asynchronous                 aclr         430          g_wraddr[1]                      2
min                                g_rdaddr[0]         310  sync_g_rdaddr[0][0]                      0
max reg2reg                sync_g_wraddr[1][2]        -110           rdusedw[2]                     10
min reg2reg                        g_rdaddr[0]         310  sync_g_rdaddr[0][0]                      0
max in group clk1          sync_g_rdaddr[1][1]          30           wrusedw[2]                      9
-- synth_stat cells --
master | n | area share (%)
a21o_1 | 1 | 0.18
a21oi_1 | 3 | 0.36
a221o_1 | 6 | 1.4
a221oi_1 | 2 | 0.42
a222oi_1 | 7 | 1.7
a22o_1 | 7 | 1.5
a22oi_1 | 1 | 0.18
a31oi_1 | 8 | 1.2
and2_0 | 1 | 0.15
and2_1 | 2 | 0.30
and3_1 | 8 | 1.2
buf_1 | 1 | 0.089
buf_6 | 3 | 0.80
clkbuf_1 | 8 | 0.71
dfrtp_1 | 36 | 21
edfxtp_1 | 64 | 46
fa_1 | 4 | 1.9
ha_1 | 25 | 7.4
inv_1 | 15 | 1.3
mux2_2 | 6 | 1.6
mux2i_1 | 5 | 1.2
nand2_1 | 5 | 0.45
nand3_1 | 2 | 0.24
nor2_1 | 1 | 0.089
nor2b_1 | 4 | 0.59
nor3_1 | 8 | 0.95
o2111ai_1 | 4 | 0.83
o21a_1 | 2 | 0.36
o21ai_0 | 12 | 1.4
o22ai_1 | 2 | 0.30
or2_0 | 1 | 0.15
or3_1 | 2 | 0.30
or4_4 | 1 | 0.27
xnor2_1 | 6 | 1.2
xnor3_1 | 2 | 1.1
xor2_1 | 6 | 1.2
-- layer usage --
metal | up-vias | wire length (µm)
li1 | 1201 | -
met4 | 0 | 158
met5 | - | 0
met2 | 84 | 4040
met1 | 1266 | 3610
met3 | 11 | 746
-- stage by stage --
| stage | hold slack (ps) | setup slack, ps | TNS, ps | instances | utilization (%) |
|---|---|---|---|---|---|
| final | 308 | -799 | -3110 | 539 | 42.1 |
| after global routing | 315 | -974 | -3950 | 539 | 42.1 |
| after CTS | 302 | -862 | -3530 | 538 | 41.4 |
| after detailed placement | 249 | -827 | -3340 | 509 | 37.4 |
| after global placement | 248 | -781 | -3160 | 509 | 37.4 |
| after floorplan | 144 | -342 | -1170 | 271 | - |
-- registers in the layout, indices dropped and copies added, names as in the netlist --
signal	cells
mem	64
rdaddr	3
sync_g_wraddr	6
wraddr	3
wrusedw	3
sync_g_rdaddr	6
g_rdaddr	2
g_wraddr	2
rdusedw	3
q	8
-- worst max-delay path, cell delays in order (launching register included) --
cell,delay (ps)
dfrtp_1,390
xor2_2,190
inv_2,70
xnor2_2,140
inv_1,70
ha_2,170
fa_1,480
ha_4,170
xnor3_1,250
o2111ai_2,100
o21ai_1,90
buf_2,100
-- timing repair --
action                     4_1_cts  5_1_grt
hold buffers                     1        0
resized                         28       16
pin swaps                       14       11
setup endpoints to repair        8       15
hold endpoints to repair         1        0
buffers inserted                 8        3
-- final cells by class --
cell class | count | share of cell area [%]
multi-input cells | 144 | 25.6
clock inverters | 7 | 1.81
repair buffers | 84 | 12.2
clock buffers | 13 | 5.55
flip-flops and latches | 100 | 49.9
inverters | 15 | 0.995
well taps | 176 | 3.89
-- cells by family after synthesis --
kind of cell	share of synthesized area [%]
flops	67.0
compound gates	9.77
simple gates	4.66
fa+ha+maj	9.32
buf+inv	2.94
xor+xnor	3.56
mux	2.79
