[flow/design.v]
module pipeline
  #
  (
   parameter           PIPELINE = 0
   )
  (
   input wire          clk,
   input wire [15:0]   SW,
   input wire          button_u,
   input wire          button_d,
   input wire          button_l,
   input wire          button_c,
   output logic [15:0] LED
   );
  logic [31:0]             mult_a;
  logic [63:0]             mult_b;
  logic [PIPELINE:0][95:0] result;
  logic [95:0]             result_rotate;
  logic [2:0]              out_count;
  initial begin
    mult_a = '0;
    mult_b = '0;
    result = '0;
  end
  always @(posedge clk) begin
    if (button_u) begin
      {mult_a, mult_b} <= {mult_a, mult_b} << 16 | SW;
    end
  end
  always @(posedge clk) begin
    for (int i = 0; i <= PIPELINE; i++) begin
      if (i == 0) result[0] <= mult_a * mult_b;
      else        result[i] <= result[i-1];
    end
    if (button_l) result_rotate <= result[PIPELINE];
    else result_rotate <= {result_rotate[79:0], result_rotate[95:80]};
  end
  assign LED = result_rotate[15:0];
endmodule  
[flow/config.mk]
export PLATFORM = sky130hd
export DESIGN_NAME = pipeline
export DESIGN_NICKNAME = pipeline
export VERILOG_FILES = /design/flow/design.v
export SDC_FILE = /design/flow/constraint.sdc
export NUM_CORES = 4
export LEC_CHECK = 1
export CORE_UTILIZATION = 30
[flow/constraint.sdc]
current_design pipeline

set clk_period 20.1
set clk_io_pct 0.2

create_clock -name clk0 -period $clk_period [get_ports {clk}]

set non_clock_inputs [all_inputs -no_clocks]
set_input_delay [expr $clk_period * $clk_io_pct] -clock clk0 $non_clock_inputs
set_output_delay [expr $clk_period * $clk_io_pct] -clock clk0 [all_outputs]
[flow/run.sh]
#!/bin/bash
# OpenROAD 26Q1-2900-gdf79404cd8, Yosys 0.63+post, stock flow scripts
make -C /OpenROAD-flow-scripts/flow DESIGN_CONFIG=/design/flow/config.mk WORK_HOME=/design/flow/orfs finish
==> results.yml <==
# physical design summary
run_status:
  status: "completed"
worst_setup_path:
  critical_path_class: "register to register"
  reg2reg_from: "mult_a[12]"
  slowest_delay_ns: 0.68
  cp-startpoint: "mult_a[12]"
  cp.required_ns: 20.55
  cpMostUsedCell: "fa_1"
  crit_path_end: "result[90]"
  critPathTopFamily: "adder cells"
  slowest_stage: "edfxtp_1"
  crit_chain: "buf_4 -> buf_4 -> and2_1 -> fa_1 -> fa_1 -> inv_1 -> fa_1 -> fa_1 -> inv_1 -> fa_1 -> fa_1 -> fa_1 -> fa_1 -> ha_1 -> nand4_1 -> nor4b_1 -> nand2_1 -> a311oi_1 -> nand2_1 -> o21ai_2 -> a311oi_1 -> o31ai_1 -> a21oi_1 -> xnor2_1"
  cp_num_buf_inv: 4
  regToRegSetupSlack_ns: 10.56
  r2r_end: "result[90]"
  critPathLaunchType: "register"
  cp_num_cells: 24
  cp_max_fo: 41
  end_kind: "register"
  cp.arrival_ns: 9.99
  rr_worst_depth: 24
timing:
  finClkSkew_ns: 0.03178
  hold_viol: 0
  slew_violations: 0
  rsz0062_at_grt: "false"
  fmax_ghz: 0.1049
  finalSetupTns_ns: 0
  setup_viol: 0
  min_period_ns: 9.536
  max-slew-margin-rel_pct: 39.92
  tightest_slew_ns: 0.8896
  period_used_pct: 47.44
synthesis:
  netlist_instances: 7537
  ys.flops: 288
  post-synth-top-area-cell: "fa_1"
  synth_top_area_share_pct: 52.01
  ys_cells: 7537
  yosys_warnings: 1
  ys_sh_simple_pct: 15.78
  synthAoiAreaFrac_pct: 3.051
  synth-xor-area-share_pct: 1.140
  synthMuxAreaShare_pct: 1.555
  adder_share_pct: 57.17
  yosys_area_mm2: 0.07144
  synth_seq_share_pct: 9.415
  async_flop_share_pct: 0
  netlist-cell-type-count: 66
  ys.flop_type: "dfxtp_1"
  ys_top_logic_family: "adder cells"
  syn_avg_cell_area_um2: 9.479
  syn_area_mm2: 0.07144
  edf_count: 96
  top_cells_by_area: "fa_1 (52%), inv_1 (9.2%), and2_1 (7.8%)"
cts:
  cts_resized: 0
  holdBufCountCts: 0
  cts_tree: "yes"
  post_cts_buffers: 0
  cts_root_buf: "clkbuf_16"
  cts_made_buffers: 36
  clockBufferDepth: 3
  clk_pin_slew_ns: 0.06
  cts_sinks: 288
  clk_latency_ns: 0.59
  htree_levels: 2
global_route:
  antenna_found_initial: 4
  grt_use_total_pct: 17.49
  first_global_vias: 54780
  grt_max_degree: 62
  grt_first_pass_wirelength_mm: 310.0
  overflow: 0
route:
  postRouteAntennaNets: 0
  drt-total-wl_mm: 191.3
  avgViaCountPerCell: 4.628
  drt_iter0_drc: 1821
  vias: 48300
  firstDrtPassIters: 8
  wl_per_cell_um: 18.33
  drcViolationCount: 0
final_layout:
  fillers: 23670
  drive_gt1_share_pct: 4.255
  area_growth_syn_to_layout_pct: 6.422
  stdcell_area_mm2: 0.07603
hold_path:
  hold_class: "register to register"
place:
  post_dp_cell_area_mm2: 0.07484
  portBuffers: 34
  post-dp-hpwl_mm: 147.6
  place.gp.congestion: 0.9563
floorplan:
  core_region_area_mm2: 0.2361
  fp_util_pct: 30.26
  std_cell_rows: 178
  die_h_um: 490.0
  ios: 37
  die_width_um: 490.0
  chipArea_mm2: 0.2401
flow_run:
  openroad.warnings: 27
  cap_viol_max_count: 0
## worst min path at each step
stage,to,slack (ns),from,depth (start not counted)
6_report,result_rotate[92],0.44,result_rotate[76],1
5_1_grt,result_rotate[90],0.45,result_rotate[74],1
4_1_cts,result_rotate[92],0.44,result_rotate[76],1
## sequential cells by signal, indices dropped and copies added, names as in the netlist
register,cells
mult_b,64
result_rotate,96
result,96
mult_a,32
## stage by stage
step | cells | worst slack [ns] | util (%) | hold WS (ns)
6_report | 10440 | 10.56 | 32.21 | 0.4366
5_1_grt | 10440 | 10.18 | 32.20 | 0.4483
4_1_cts | 10440 | 10.56 | 32.20 | 0.4352
3_5_place_dp | 10370 | 10.62 | 31.70 | 0.4396
3_3_place_gp | 10370 | 10.68 | 31.70 | 0.4378
2_1_floorplan | 7537 | 12.46 | - | 0.4244
## placed cells by master (no fill, tap or decap), types with 37 or more instances in the layout
cell | synthesis | layout
a21o_1 | 40 | 40
a21oi_1 | 115 | 115
and2_1 | 888 | 888
buf_4 | 16 | 136
clkbuf_16 | 0 | 37
dfxtp_1 | 192 | 192
edfxtp_1 | 96 | 96
fa_1 | 1856 | 1856
ha_1 | 295 | 295
inv_1 | 1759 | 1759
mux2_2 | 96 | 96
nand2_1 | 1258 | 1258
nor2_1 | 55 | 55
o21ai_0 | 55 | 55
xnor2_1 | 53 | 53
xor2_1 | 40 | 40
## routing by layer
metal / routed length (um) / up-vias / track usage, %
met5: 27 / - / 0.1389
met4: 4747 / 4 / 3.472
met3: 25410 / 291 / 10.04
met2: 88780 / 2291 / 26.98
met1: 72320 / 24690 / 21.71
li1: - / 21020 / -
## synth_stat cells (all sizes together), types with 3 or more instances
| cell | count |
|---|---|
| xor2 | 40 |
| ha | 295 |
| o211ai | 7 |
| o41ai | 3 |
| buf | 43 |
| or3 | 6 |
| nor2b | 5 |
| a21boi | 5 |
| nor3 | 14 |
| mux2i | 3 |
| nand4 | 31 |
| nand2 | 1258 |
| a21oi | 116 |
| dfxtp | 192 |
| a311oi | 5 |
| nor4 | 7 |
| nand2b | 9 |
| or2 | 4 |
| a41oi | 3 |
| o31ai | 12 |
| and3 | 12 |
| edfxtp | 96 |
| nor4b | 3 |
| o221ai | 3 |
| fa | 1856 |
| o21bai | 28 |
| and2 | 889 |
| nand3 | 29 |
| a211oi | 6 |
| nor2 | 55 |
| xnor2 | 53 |
| o21a | 6 |
| a31oi | 22 |
| mux2 | 96 |
| a221oi | 6 |
| o21ai | 60 |
| clkbuf | 442 |
| a21o | 40 |
| inv | 1759 |
## area by class of cell
type / instances / area [um2] / area share [%]
diodes: 1 / 2.502 / 0.003291
repair buffers: 168 / 1341 / 1.764
inverters: 1759 / 6603 / 8.684
flip-flops and latches: 288 / 6726 / 8.847
well taps: 3150 / 3941 / 5.184
clock buffers: 42 / 954.7 / 1.256
multi-input cells: 5005 / 56220 / 73.95
clock inverters: 23 / 237.7 / 0.3127
## logic make-up (layout without fill, tap and decap cells)
logic type / count (synthesis) / in the layout
other: 0 / 1
muxes: 99 / 99
and+or+nand+nor: 2329 / 2329
buffers and inverters: 2244 / 1992
xor gates and xnor gates: 93 / 93
DFF: 288 / 288
AOI/OAI and AO/OA: 333 / 333
adders and majority gates: 2151 / 2151
