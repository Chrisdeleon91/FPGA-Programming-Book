==> design/flow/design.v <==
`timescale 1ns / 10ps
module sync_fifo
  #
  (
   parameter DWIDTH = 13
   )
  (
   input 	     sys_clk,  
   input 	     sys_rstn,  
   input 	     reset_fifo,  
   input 	     fifo_push,  
   input 	     fifo_pop,  
   input [DWIDTH-1:0]fifo_din,  
   input [2:0] 	     data_thresh,  
   output reg [DWIDTH-1:0] fifo_out,  
   output reg 	     data_avail,  
   output 	     fifo_empty,  
   output 	     fifo_full    
   );
   (* RAM_STYLE="DISTRIBUTED}" *)  
   reg [DWIDTH-1:0] 	     fifo_store[7:0] ;
   reg [2:0] 	     addr_in, addr_out;  
   reg 		     last_af;            
   wire 	     af;                 
   reg [3:0] 	     fifo_count;         
   assign af = (fifo_count >= data_thresh);
   assign fifo_empty = ~|fifo_count;
   assign fifo_full  = fifo_count[3];
   always @ (posedge sys_clk) begin
      if (fifo_push) fifo_store[addr_in] <= fifo_din;
      fifo_out <= fifo_store[addr_out];
   end
   always @ (posedge sys_clk) begin
      last_af <= af;
      data_avail <= af;  
      case ({fifo_push, fifo_pop})
	2'b10: if(~fifo_count[3]) fifo_count <= fifo_count + 1'b1;
	2'b01: fifo_count <= fifo_count - |fifo_count;
      endcase  
      if (fifo_push && ~fifo_count[3]) addr_in  <= addr_in  + 1;
      if (fifo_pop  && |fifo_count)    addr_out <= addr_out + 1;
      if (~sys_rstn || reset_fifo) begin
	 addr_in    <= 3'b0;
	 addr_out   <= 3'b0;
	 fifo_count <= 4'b0;
      end
   end  
endmodule  
==> design/flow/run.sh <==
#!/bin/bash
# OpenROAD 26Q1-2900-gdf79404cd8, Yosys 0.63+post, stock flow scripts
make -C /OpenROAD-flow-scripts/flow DESIGN_CONFIG=/design/flow/config.mk WORK_HOME=/design/flow/orfs finish
==> design/flow/config.mk <==
export PLATFORM = sky130hd
export DESIGN_NAME = sync_fifo
export DESIGN_NICKNAME = sync_fifo
export VERILOG_FILES = /design/flow/design.v
export SDC_FILE = /design/flow/constraint.sdc
export NUM_CORES = 4
export LEC_CHECK = 1
export CORE_UTILIZATION = 50
==> design/flow/constraint.sdc <==
current_design sync_fifo

set clk_period 4.8
set clk_io_pct 0.2

create_clock -name clk0 -period $clk_period [get_ports {sys_clk}]

set non_clock_inputs [all_inputs -no_clocks]
set_input_delay [expr $clk_period * $clk_io_pct] -clock clk0 $non_clock_inputs
set_output_delay [expr $clk_period * $clk_io_pct] -clock clk0 [all_outputs]
==> Slide: Implementation Results <==
Key Metrics from the Run

Status
  – Run status: completed

Final layout
  – Share of cells above drive strength 1: 18.3%
  – FILL cells: 705
  – Area overhead of the layout relative to synthesis: 22.3%

Drt
  – Number of antenna diodes: 0
  – Average routed wire per standard cell: about 19 um
  – Violation count after the first detailed-route iteration: 119
  – Remaining antenna violation count after routing: 0
  – Post-detailed-route DRC marker count: 0
  – Total Routed Length: 8.69 mm
  – Ratio of routed vias to standard cells: ~5.5
  – Iteration tally of the first detailed-router pass: 4
  – Via count: 2511

Setup path
  – Number of cells on the worst reg-to-reg path: 8
  – Highest cell delay on the worst timing path: roughly 500 ps
  – CP startpoint kind: register
  – Worst reg2reg path startpoint: fifo_count[0]$_SDFFE_PP0P_
  – Family of cells with the greatest summed delay on the critical path: buffers and inverters
  – Crit-path cells: inv_1 -> ha_1 -> or3b_2 -> inv_1 -> clkdlybuf4s50_1
  – CP max-delay cell: or3b_2
  – Capturing element of the worst setup path: fifo_empty
  – Worst Path Class, Setup: reg2out
  – Maximum fanout along the worst path: 6
  – Critical register-to-register path endpoint: fifo_count[2]$_SDFFE_PP0P_
  – CP Buf/Inv Count: 3
  – Reg2reg setup slack: 2560 ps
  – Worst Path Required: between 3000 and 4000 ps
  – Most used cell along the critical path: inv_1
  – Stages on worst setup path: 5
  – Critical path data arrival time: between 2000 and 2500 ps
  – First element of the critical path: fifo_count[0]$_SDFFE_PP0P_
  – CP Capture Type: output port

GRT
  – Met1 track demand over resource: between 30% and 40%
  – Largest net degree at the start of global routing: 27
  – Most congested layer reported by global routing: met1
  – GRT Util Overall: about a fifth
  – Overall overflow remaining after global route: 0
  – Wire length of the first global-routing pass: between 10 and 15 mm
  – Met3 Track Usage GR: about 8.8%
  – Via count of the first global-routing pass: 2595
  – Antenna violations before repair: 0
  – Global Route met2 Usage: 29.8%

Floorplan
  – Die height: between 100 and 150 um
  – Floorplan core area: between 9000 and 10000 um2
  – I/O pin count: 37
  – Floorplan die area: approximately 10000 um2
  – FP Util: approximately half
  – Number of rows in the core area: 36
  – Die outline width: just over 100 um

Place
  – RD Place Congestion: 0.820
  – Detailed placer's ending HPWL: about 5.4 mm
  – Number of I/O port buffers: 36
  – Minimum setup slack after placement: 1980 ps

Pwr
  – Power share of the clock group: approximately 47%
  – Internal power component: approximately 2000 uW
  – Fraction of power consumed by combinational cells: about 4.3%
  – Leakage Power: about 0.0021 uW
  – Switching power: 510 uW
  – Power density over the cells: 414 nW/um2
  – Sequential fraction of design power: around 48%
  – Sw Ratio: between 20% and 30%
  – Largest voltage drop on the vdd net: between 0.2 and 0.25 mV

Timing
  – Number of pins exceeding their max-slew limit in the final report: 0
  – Tightest Pin Transition: 625 ps
  – Shortest period the worst path allows: 3210 ps
  – Final setup vio count: 0
  – Worst setup skew after layout: between 7 and 8 ps
  – Setup tns final: 0 ps
  – Worst Slack Setup Final: 1590 ps
  – Slew Limit Headroom: approximately 58%
  – Maximum operating frequency: ~0.31 GHz
  – Final clock period utilization by the worst path: around two thirds
  – Setup repair after global routing missed its margin: false
  – Final-report hold violation count: 0

Yosys
  – Sequential fraction of the synthesis area: 71.6%
  – Number of cells produced by synthesis: approximately 260
  – Synth Area per Inst: 19.4 um2
  – Count of instantiated cells in the yosys netlist: between 200 and 300
  – Share of the synthesized area in the top cell type: roughly 62%
  – Largest cells by area after synthesis: edfxtp_1, mux4_1, dfxtp_1, mux2_2, ha_1
  – Number of distinct library cells after synthesis: 39
  – Flip-flop and latch count after synthesis: ~130
  – Yosys synthesis chip area: between 5000 and 6000 um2
  – Predominant post-synthesis flop cell: edfxtp_1
  – Warnings, synthesis: 1
  – Proportion of register bits with asynchronous set or reset after synthesis: 0%
  – Cell type with the highest aggregate area in the netlist: edfxtp_1
  – Mapped Area: between 5000 and 6000 um2
  – Count of flip-flops with a built-in enable after synthesis: around 100

Hold path
  – Hold Path Cell Cnt: 2
  – Class of the tightest hold or removal check: reg2reg
  – Hold wc startpoint: addr_out[2]$_SDFFE_PP0P_

Clocking
  – Master cell of the clock root buffer: clkbuf_8
  – Number of buffers inserted during clock tree synthesis: 17
  – Gates resized, CTS repair: 0
  – Clk slew on worst S/H paths: roughly 60 ps
  – Setup Buffers After CTS: 0
  – Total number of H-tree levels: 4
  – Insertion delay at the late pin of the worst-skew pair: ~500 ps
  – Hold-fix buffers, CTS: 0
  – Deepest clock path buffer count: 2
  – Total number of clock tree sinks: roughly 130
  – TritonCTS clock tree: yes

Run
  – Count of warning messages emitted by the tools: 27
  – MaxCap Viol Count: 0
==> how the worst min path moves through the flow <==
stage,slack (ps),endpoint
finish,490,addr_out[2]$_SDFFE_PP0P_
CTS,500,addr_out[2]$_SDFFE_PP0P_
global route,530,addr_out[2]$_SDFFE_PP0P_
==> registers in the layout, indices dropped and copies added (netlist names) <==
name,cells
addr_in,3
addr_out,3
fifo_out,13
fifo_count,4
fifo_store,104
data_avail,1
==> synthesized netlist by cell type (4+ instances only) <==
cell / number
edfxtp_1: 104
dfxtp_1: 24
mux4_1: 24
mux2_2: 13
ha_1: 11
inv_1: 9
nor2_1: 9
nand2b_1: 7
clkbuf_1: 6
a21oi_1: 5
nand2_1: 4
nor3_1: 4
==> logic make-up after synthesis <==
kind of cell | after synthesis | share of synthesized area, %
flops | 128 | 71.6
simple gates | 40 | 4.50
mux | 39 | 16.3
buf+inv | 20 | 1.96
compound gates | 19 | 2.54
fa+ha+maj | 11 | 2.73
xor+xnor | 2 | 0.348
==> worst reg2reg max path: cells and delay by family (launching register included) <==
| kind | cells | cell delay [ps] |
|---|---|---|
| buffers and inverters | 1 | 130 |
| adder cells (fa/ha/maj) | 3 | 590 |
| AND-OR/OR-AND | 1 | 290 |
| AND/OR/NAND/NOR | 3 | 800 |
| flip-flops | 1 | 350 |
==> metal layers <==
metal	part of all wire, %	vias to the layer above
met4	0.92	0
met1	42	1248
met5	0	-
li1	-	1166
met3	8.4	7
met2	49	90
==> cells in the final DEF, fill, tap and decap left out, types with 2 or more instances in the layout <==
cell	n
ha_1	11
mux4_2	2
clkinvlp_4	2
inv_1	9
clkbuf_8	2
nor4_1	2
nand2b_1	7
nor3b_1	2
buf_4	11
nor2_1	9
dfxtp_1	24
mux2_2	13
o31a_1	2
nor3_1	2
a21oi_1	5
clkbuf_16	16
nand2_1	4
o21ai_0	3
bufinv_16	2
and3b_1	2
clkinv_2	4
mux4_1	24
edfxtp_1	104
clkinv_4	4
nand3_1	2
nor3_2	2
nor2b_1	2
a31oi_1	2
clkdlybuf4s50_1	36
==> area by class of cell <==
type	instances	area [um2]	share of cell area [%]
flip-flops and latches	128	3600	58.5
multi-input cells	111	1340	21.8
inverters	9	33.8	0.549
clock buffers	19	432	7.01
repair buffers	47	443	7.19
well taps	133	166	2.70
clock inverters	13	139	2.26
==> metrics by stage <==
step                      instance area (um2)  hold WS (ps)  total power, uW  util [%]  std cells
after global placement                   5590           467             1360      57.2        428
after CTS                                6160           497             2580      63.0        460
after detailed placement                 5590           489             1370      57.2        428
after floorplan                          5030           478             1300         -        259
after global routing                     6160           530             2640      63.0        460
final                                    6160           491             2550      63.0        460
==> power groups by stage <==
stage,sequential [uW],clock (uW),combinational (uW)
5_1_grt,1230,1290,122
4_1_cts,1230,1240,112
6_report,1230,1210,110
Power and IR drop assume default switching activity.
